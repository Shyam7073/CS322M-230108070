$ cat design/flow/design.v
module seq_detect_mealy (
    input  wire clk,
    input  wire rst, 
    input  wire din, 
    output wire y    
);
    localparam S_IDLE = 2'b00;  
    localparam S_1    = 2'b01;  
    localparam S_11   = 2'b10;  
    localparam S_110  = 2'b11;  
    reg [1:0] state_reg, state_next;
    always @(posedge clk) begin
        if (rst) begin
            state_reg <= S_IDLE;
        end else begin
            state_reg <= state_next;
        end
    end
    always @(*) begin
        case (state_reg)
            S_IDLE: begin
                if (din)
                    state_next = S_1;
                else
                    state_next = S_IDLE;
            end
            S_1: begin
                if (din)
                    state_next = S_11;
                else
                    state_next = S_IDLE;
            end
            S_11: begin
                if (din)
                    state_next = S_11;  
                else
                    state_next = S_110;
            end
            S_110: begin
                if (din)
                    state_next = S_1;  
                else
                    state_next = S_IDLE;
            end
            default: begin
                state_next = S_IDLE;
            end
        endcase
    end
    assign y = (state_reg == S_110) && (din == 1'b1);
endmodule
$ cat design/flow/run.sh
#!/bin/bash
# OpenROAD 26Q1-2900-gdf79404cd8, Yosys 0.63+post, stock flow scripts
make -C /OpenROAD-flow-scripts/flow DESIGN_CONFIG=/design/flow/config.mk WORK_HOME=/design/flow/orfs finish
$ cat design/flow/constraint.sdc
current_design seq_detect_mealy

set clk_period 1.0
set clk_io_pct 0.2

create_clock -name clk0 -period $clk_period [get_ports {clk}]

set non_clock_inputs [all_inputs -no_clocks]
set_input_delay [expr $clk_period * $clk_io_pct] -clock clk0 $non_clock_inputs
set_output_delay [expr $clk_period * $clk_io_pct] -clock clk0 [all_outputs]
$ cat design/flow/config.mk
export PLATFORM = sky130hd
export DESIGN_NAME = seq_detect_mealy
export DESIGN_NICKNAME = seq_detect_mealy
export VERILOG_FILES = /design/flow/design.v
export SDC_FILE = /design/flow/constraint.sdc
export NUM_CORES = 4
export LEC_CHECK = 1
export CORE_AREA = 10 10 70 70
export DIE_AREA = 0 0 80 80
==> reports/qor.yml <==
power:
  finalPower_w: 0.000397
  ir_drop_mv: 0.188
  power.leakage_nw: 0.0938
  powerDensity_nw_per_um2: 1530
floorplanning:
  fp-utilization_pct: 4.03
  core_um2: 3420
  die_area_um2: 6400
  rows: 21
  die_h_um: 80
  fp.dieW_um: 80
  ios: 4
placed_design:
  io_buffers: 3
  pre_cts_ws_ns: -0.467
  dp_hpwl_um: 249
  dpl_cell_area_um2: 233
  place_congestion: 0.609
detailed_routing:
  vias_per_cell: 1.70
  routed_wl_um: 301
  n_antenna_cell: 0
  first_pass_iters: 1
  drc: 0
  drt-wirelength-per-cell_um: 4.56
  drt_iter0_markers: 0
  num_vias: 112
  ant_nets: 0
clocking:
  cts_tree: "done"
  cts_setup_buffers: 0
  clk_pin_slew_ns: 0.04
  clk_latency_ns: 0.23
  numCtsBuffers: 3
  cts_buffer_depth: 2
  cts.sink_count: 4
  h-tree-depth: 1
  cts_root_buf: "clkbuf_4"
  ctsHoldBuffers: 0
synth:
  ys_cells: 13
  synth.largest_area_cell: "dfxtp_1"
  area_leaders: "dfxtp_1, nor2_1, nand2b_4"
  synth_cells: 13
  ys_seq_share_pct: 58.2
  netlist_area_um2: 138
  ys_types: 6
  ys_ff: 4
  synth_top_area_share_pct: 58.2
  syn_area_per_cell_um2: 10.6
  ys_chip_area_um2: 138
  synth_warnings: 1
global_route:
  gr-total-overflow: 0
  first_global_vias: 114
  antenna_found_initial: 0
  grt_max_degree: 4
  grt_usage_pct: 1.09
  grt_pass1_wl_um: 469
sta:
  tightest_slew_ns: 0.192
  max_freq_mhz: 1040
  drv_slew: 0
  relSlewSlack_pct: 87.1
  min_period_over_period_pct: 96.3
  hold_ws_ns: 0.390
  skew_ns: 0.00239
  rsz0062_at_grt: "no"
  period_needed_ns: 0.963
  fin_ws_ns: 0.0373
  setup_viol: 0
  final_hold_viol_count: 0
cells_and_area:
  drive_above_1_share_pct: 45.0
  post-route-util_pct: 7.58
  final_common_cell: "nor2_1"
  final_cell_area_um2: 259
  layout_top_cells: "nor2_1, clkbuf_4, dfxtp_1"
  largest_reg_flops: 4
  areaGrowthSynthToFinish_pct: 88.2
critical_path:
  start_kind: "register"
  crit_start: "state_reg[3]"
  path_class: "reg2out"
  critPathMaxFanout: 2
  reg2reg_slack_ns: 0.33
  r2r_end: "state_reg[0]"
  endpoint_kind: "primary output"
  worstRegToRegCells: 2
  cp.required_ns: 0.80
  reg2reg_from: "state_reg[3]"
  critPathArrivalTime_ns: 0.76
flow_run:
  drv_cap: 0
  warnings: 25
worst_hold_path:
  whs_endpoint: "state_reg[3]"
  worstHoldStart: "din"
  hold_path_depth: 3
  hold_path.class: "in2reg"
outcome:
  status: "finished clean"
## critical path, cell delays in order (launching register included)
cell,delay (ns)
dfxtp_2,0.31
and2_4,0.13
buf_6,0.10
## where the power goes
group | leakage (nW) | switching [W] | internal, W
clock network | 0.0138 | 0.0000608 | 0.000134
logic | 0.0466 | 0.0000130 | 0.0000179
registers | 0.0334 | 0.00000267 | 0.000169
## routing by layer
layer | routed length, um | part of all wire, % | global-route usage, % | up-vias
met5 | 0 | 0 | 0 | -
met4 | 0 | 0 | 0.176 | 0
met3 | 74 | 25 | 1.93 | 0
met2 | 120 | 40 | 1.20 | 6
met1 | 106 | 35 | 0.933 | 51
li1 | - | - | - | 55
## through the flow
stage / instances / TNS, ns
6_report: 66 / 0
5_1_grt: 66 / 0
4_1_cts: 66 / 0
3_5_place_dp: 63 / -0.622
3_3_place_gp: 63 / -0.592
2_1_floorplan: 13 / 0
## worst max-delay path by stage
stage         end  slack [ns]  cells after the start
global route    y        0.01                      2
CTS             y      0.0002                      2
finish          y        0.04                      2
## cell usage after synthesis (all sizes together)
master / n
nor2: 5
dfxtp: 4
a21boi: 1
and2: 1
nand2b: 1
nor3b: 1
## final cells by class
class                   instances  area (um^2)
multi-input cells               9         60.1
well taps                      46         57.6
fillers                       407         3160
repair buffers                  4         37.5
clock buffers                   3         22.5
flip-flops and latches          4         81.3
## cells by family (layout without fill, tap and decap cells)
family	count (synthesis)	in the layout	share of synthesized area (%)
buffers and inverters	0	7	0
flip-flops	4	4	58.2
AND-OR/OR-AND	1	1	8.18
AND/OR/NAND/NOR	8	8	33.6
## timing repair
item                       in CTS  in global routing
resized                         5                  2
gates cloned                    0                  0
setup endpoints to repair       1                  1
pin swaps                       1                  1
Power and IR drop assume default switching activity.

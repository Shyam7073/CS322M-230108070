==> flow/design.v <==
module forwarding_unit(
    input  logic [4:0]  rs1E, rs2E,
    input  logic [4:0]  rdM, rdW,
    input  logic        regwriteM, regwriteW,
    output logic [1:0]  forwardA, forwardB
);
    always_comb begin
        if ((rs1E != 0) & (rs1E == rdM) & regwriteM)
            forwardA = 2'b10;  
        else if ((rs1E != 0) & (rs1E == rdW) & regwriteW)
            forwardA = 2'b01;  
        else
            forwardA = 2'b00;  
        if ((rs2E != 0) & (rs2E == rdM) & regwriteM)
            forwardB = 2'b10;  
        else if ((rs2E != 0) & (rs2E == rdW) & regwriteW)
            forwardB = 2'b01;  
        else
            forwardB = 2'b00;  
    end
endmodule
==> flow/run.sh <==
#!/bin/bash
# OpenROAD 26Q1-2900-gdf79404cd8, Yosys 0.63+post, stock flow scripts
make -C /OpenROAD-flow-scripts/flow DESIGN_CONFIG=/design/flow/config.mk WORK_HOME=/design/flow/orfs finish
==> flow/config.mk <==
export PLATFORM = sky130hd
export DESIGN_NAME = forwarding_unit
export DESIGN_NICKNAME = forwarding_unit
export VERILOG_FILES = /design/flow/design.v
export SDC_FILE = /design/flow/constraint.sdc
export NUM_CORES = 4
export LEC_CHECK = 1
export CORE_AREA = 10 10 70 70
export DIE_AREA = 0 0 80 80
==> flow/constraint.sdc <==
current_design forwarding_unit

set clk_period 1.6
set clk_io_pct 0.2

create_clock -name clk0 -period $clk_period

set non_clock_inputs [all_inputs -no_clocks]
set_input_delay [expr $clk_period * $clk_io_pct] -clock clk0 $non_clock_inputs
set_output_delay [expr $clk_period * $clk_io_pct] -clock clk0 [all_outputs]
==> flow_summary.json <==
{
  "status": "finished with violations",
  "violations": "negative setup slack",
  "fp_util_pct": 8.13,
  "drive_gt1_share_pct": 71.0,
  "fmax_mhz": 601,
  "postRouteAntennaNets": 0,
  "grtUsageMet3_pct": 1.25,
  "ys_cells": 36,
  "slew_headroom_pct": 79.3,
  "via_count": 383,
  "rsz0062_at_grt": "true",
  "fill_cells": 383,
  "adder_share_pct": 0,
  "slowest_delay_ns": 0.53,
  "gr-total-overflow": 0,
  "hp-start": "rs1E[0]",
  "top_usage_layer": "met1",
  "synthXorXnorAreaFrac_pct": 63.1,
  "routed_wl_mm": 1.41,
  "worstPathRequired_ns": 1.28,
  "hold-path-cell-count": 4,
  "setup_slack_ns": -0.0631,
  "crit_type": "in2out",
  "vdd_ir_drop_max_mv": 0.101,
  "grt_pass1_vias": 453,
  "syn_inst": 36,
  "grt_usage_pct": 4.18,
  "detail_route.first_pass.iterations": 2,
  "worst_slew_pin_slew_ns": 0.308,
  "syn_avg_cell_area_sq_um": 7.72,
  "flops": 0,
  "portBuffers": 26,
  "regArea_sq_um": 0,
  "die_w_microns": 80,
  "yosys_warnings": 1,
  "syn_to_final_growth_pct": 177,
  "hold_path_class": "in2out",
  "dp_hpwl_mm": 1.17,
  "critPathBufInv": 2,
  "clkPwrFrac_pct": 0,
  "largest_area_cell": "xnor2_1",
  "maxCapViolations": 0,
  "antennaDiodeCount": 0,
  "setup_viol": 4,
  "grt_pass1_wl_mm": 2.21,
  "cpLargestDelayFamily": "simple AND/OR/NAND/NOR gates",
  "power_density_nw_per_um2": 234,
  "warnings": 34,
  "swShare_pct": 42.6,
  "via_per_inst": 3.33,
  "ys_sh_aoi_pct": 6.31,
  "cp.arrival_ns": 1.34,
  "die_y_microns": 80,
  "p_int_mw": 0.103,
  "cp-start-kind": "input port",
  "p_comb_share_pct": 100.0,
  "antenna_found_initial": 0,
  "synthTopLogicFamily": "XOR/XNOR gates",
  "drc": 0,
  "mux_area_share_pct": 0,
  "dr.first_iter.drc_count": 10,
  "placement_rows": 21,
  "grtUsageMet2_pct": 5.62,
  "hold_buffers": 0,
  "grt_max_degree": 4,
  "combGateArea_sq_um": 428,
  "period_used_pct": 104,
  "common_cells": "xnor2_1 (12), xor2_1 (8)",
  "wl_per_cell_microns": 12.2,
  "yosys_area_sq_um": 278,
  "critPathMaxFanout": 3,
  "switchingPower_mw": 0.0767,
  "synth_area_sq_um": 278,
  "power_frac_seq_pct": 0,
  "met1_usage_pct": 6.59,
  "holdPathEnd": "forwardA[1]",
  "synth_top_area_share_pct": 37.8,
  "hold_viol": 0,
  "slowest_stage": "or4_4",
  "clock_buffers": 0,
  "final_util_pct": 22.5,
  "ys_seq_share_pct": 0,
  "coreArea_sq_um": 3420,
  "p_leak_nw": 0.303,
  "io_pins": 26,
  "gp_congestion": 0.768,
  "finalSetupTns_ns": -0.220,
  "synth.most_common_cell": "xnor2_1",
  "endpoint_kind": "output port",
  "top_cells_by_area": "xnor2_1 (38%), xor2_1 (25%), a2111oi_0 (6.3%), and3b_1 (6.3%), or4_1 (5.4%)",
  "path_cells": "buf_8, or4_4, nor2_4, and3b_1, buf_2",
  "fin_crit_ns": 1.66,
  "die_area_sq_um": 6400,
  "ys_sh_simple_pct": 30.6,
  "synth_cell_types": 10,
  "drv_slew": 0
}
-- per-layer routing --
| layer | wire, microns | up-vias |
|---|---|---|
| li1 | - | 189 |
| met1 | 777 | 177 |
| met2 | 525 | 17 |
| met3 | 101 | 0 |
| met4 | 0 | 0 |
| met5 | 0 | - |
-- cells in the final DEF, fill, tap and decap left out --
| cell type | instances |
|---|---|
| clkbuf_2 | 2 |
| xor2_2 | 6 |
| xnor2_2 | 3 |
| buf_2 | 7 |
| buf_8 | 3 |
| clkdlybuf4s15_1 | 2 |
| nor4_2 | 2 |
| nand2_2 | 2 |
| xor2_1 | 2 |
| and3b_1 | 2 |
| nor2_4 | 2 |
| dlygate4sd2_1 | 3 |
| buf_4 | 9 |
| xnor2_1 | 9 |
| a2111oi_4 | 2 |
| and2_4 | 2 |
| buf_6 | 7 |
| or4_4 | 2 |
| nand4_1 | 2 |
-- cell type report --
| type | count | share of cell area (%) |
|---|---|---|
| repair buffers | 33 | 36.8 |
| multi-input cells | 36 | 55.7 |
| well taps | 46 | 7.49 |
-- cells by family (layout without fill, tap and decap cells) --
logic type | Yosys count | count (layout)
xor+xnor | 20 | 20
buf+inv | 0 | 33
compound gates | 2 | 2
simple gates | 14 | 14
-- metrics by stage --
stage	setup slack, ns	total power [mW]	cells	hold slack [ns]	area, sq um
after floorplan	0.200	0.0485	36	0.701	278
after global placement	-0.904	0.133	110	1.73	611
after detailed placement	-0.908	0.134	110	1.72	611
after CTS	-0.0812	0.157	113	1.05	686
after global routing	-0.141	0.195	115	1.09	768
final	-0.0631	0.180	115	1.06	768
-- timing repair --
action / in CTS / in global routing
buffers inserted: 5 / 3
gates resized: 118 / 19
endpoints found under the setup margin: 4 / 4
cloned: 0 / 0
endpoints found under the hold margin: 0 / 0
pin swaps: 21 / 13
-- power groups by stage --
stage | clock [mW] | combinational, mW | sequential, mW
CTS | 0 | 0.157 | 0
global route | 0 | 0.195 | 0
finish | 0 | 0.180 | 0
-- tightest hold or removal path, delay by kind of cell --
kind | cells | cell delay [ns]
buf+inv | 2 | 0.19
simple gates | 2 | 0.23
-- worst max-delay path by stage --
stage	from	endpoint	slack [ns]	depth (start not counted)
4_1_cts	rs1E[4]	forwardA[1]	-0.08	5
6_report	rs2E[4]	forwardB[1]	-0.06	5
5_1_grt	rdW[3]	forwardB[0]	-0.14	5
Power is estimated from default activity; no workload was simulated.
